[./design.v]
`timescale 1ns / 1ps
module mod_6_counter #(parameter N=6)(q,clk,rst);
output reg [N-1:0]q;
input clk;
input rst;
always @(posedge clk)
begin
if(rst)
q<=0;
else
q<=(q==N-1)?0:q+1;
end
endmodule
[./run.sh]
#!/bin/bash
# OpenROAD 26Q1-2900-gdf79404cd8, Yosys 0.63+post, stock flow scripts
make -C /OpenROAD-flow-scripts/flow DESIGN_CONFIG=/design/flow/config.mk WORK_HOME=/design/flow/orfs finish
[./config.mk]
export PLATFORM = sky130hd
export DESIGN_NAME = mod_6_counter
export DESIGN_NICKNAME = mod_6_counter
export VERILOG_FILES = /design/flow/design.v
export SDC_FILE = /design/flow/constraint.sdc
export NUM_CORES = 4
export LEC_CHECK = 1
export CORE_AREA = 10 10 70 70
export DIE_AREA = 0 0 80 80
[./constraint.sdc]
current_design mod_6_counter

set clk_period 1.5
set clk_io_pct 0.2

create_clock -name clk0 -period $clk_period [get_ports {clk}]

set non_clock_inputs [all_inputs -no_clocks]
set_input_delay [expr $clk_period * $clk_io_pct] -clock clk0 $non_clock_inputs
set_output_delay [expr $clk_period * $clk_io_pct] -clock clk0 [all_outputs]
==> impl_metrics.ini <==
; synthesis and place-and-route metrics
[status]
status = finished, final reports clean

[clock_tree]
cts_buffer_depth = 2
clock-root-buffer = clkbuf_4
cts_tree = built
path_clk_slew_ns = 0.04
clkLatencyLatePin_ns = 0.24
hold_buffers = 0
numCtsBuffers = 3
cts_setup_buffers = 0
cts.htree.levels = 1
cts_sinks = 6

[hold_path]
hold_class = reg2reg
worstHoldStart = q[0]
min_path_cells = 1
min_to = q[0]

[cells_and_area]
largest_reg_flops = 6
final_layout_size_suffix_gt1_share_pct = 36.1
final_cell_mix = 7 x clkdlybuf4s50_1, 6 x nor2_1, 6 x dfxtp_2
mostFrequentLayoutCell = clkdlybuf4s50_1
area_growth_pct = 59.2
largestRegisters = q x6
fill_cells = 406
max_flop_register = q
post-route-util_pct = 12.4

[setup_path]
crit_path_cell_trace = clkdlybuf4s50_1
required_ns = 1.20
slowest_delay_ns = 0.50
r2r-start = q[1]
worstPathMaxFanout = 5
crit_slowest_cell = clkdlybuf4s50_1
crit_path_end_kind = output port
startpoint = q[3]
r2r_slack_ns = 0.39
cp.buffers_inverters = 1
reg2regPathDepth = 5
crit_family = buffers and inverters
arrival_ns = 1.12
startpoint_type = flip-flop
critPathKind = reg2out
reg2reg_to = q[1]

[placement]
dp_hpwl_um = 492
port_buffers = 7
gp_congestion = 0.679

[logic_synthesis]
synthCells = 26
yosysWarnings = 1
synth_area_per_cell_um2 = 10.3
ys_seq_share_pct = 45.1
netlist_area_um2 = 267
ys_cells = 26
synth-area-yosys_um2 = 267
ys.flops = 6
ys_types = 14

[floorplan]
fp_util_pct = 7.80
design.die.area_um2 = 6400
core-area_um2 = 3420
ioPinCount = 8
chipWidth_um = 80
rows = 21
die_h_um = 80

[global_route]
grt-ovfl-total = 0
grtUsageTotal_pct = 2.11
grt_max_degree = 6
grt_pass1_vias = 210
antenna_found_initial = 0
grt_pass1_wl_um = 1030

[final_timing]
setup_viol = 0
rsz0062_at_grt = false
final.setup.tns_ns = 0
worst_pin_slew_ns = 0.193
slew_viol_final = 0
period_used_pct = 94.6
fmax_mhz = 705
final-hold-violation-count = 0
fin_crit_ns = 1.42
relSlewSlack_pct = 87.1
fin_skew_ns = 0.000196

[detailed_routing]
drc_errors = 0
vias = 220
antenna_cells = 0
vias_per_cell = 2.68
wl_um = 626
first_pass_iters = 2
postRouteAntennaNets = 0
wire_per_inst_um = 7.63
drt_iter0_drc = 4

[power]
leakage_nw = 0.142
peakVddDrop_mv = 0.295
power_density_nw_per_um2 = 854

[flow_run]
cap_violations = 0
openroad.warnings = 26
## cell usage after synthesis
library cell | n | share of area [%]
a21o_2 | 1 | 3.3
dfxtp_1 | 6 | 45
ha_1 | 2 | 9.4
inv_1 | 1 | 1.4
nand2_1 | 1 | 1.4
nand2b_1 | 1 | 2.3
nand3_1 | 1 | 1.9
nand3_2 | 1 | 3.8
nor2_1 | 6 | 8.5
nor4_2 | 1 | 4.7
nor4b_2 | 1 | 5.6
o21bai_1 | 1 | 2.8
xnor2_1 | 1 | 3.3
xor2_1 | 2 | 6.6
## worst max-delay path by stage
stage,slack (ns),endpoint,cells past startpoint
final,0.08,q[3],1
after global routing,0.03,q[3],1
after CTS,0.01,q[2],1
## cells by family after synthesis
family | synth area share, %
simple gates | 28.2
flops | 45.1
compound gates | 6.10
fa+ha+maj | 9.39
buf+inv | 1.41
xor+xnor | 9.86
## layout make-up
class | count | area (um2) | area share [%]
Multi-Input combinational cell | 19 | 143 | 33.6
Inverter | 1 | 3.75 | 0.885
Sequential cell | 6 | 128 | 30.1
Timing Repair Buffer | 7 | 70.1 | 16.5
Tap cell | 46 | 57.6 | 13.6
Clock buffer | 3 | 22.5 | 5.31
## per-layer routing
metal,share of wire (%),global-route usage [%],wire length (um),vias up
met5,0,0,0,-
met3,12,1.70,73,2
met2,25,1.85,155,12
li1,-,-,-,107
met4,1.6,0.704,10,0
met1,62,3.27,386,99
## what timing repair did
action / CTS / global route
hold endpoints to repair: 0 / 0
resized: 1 / 5
endpoints found under the setup margin: 1 / 5
gates cloned: 0 / 0
## report_power, final
group          internal [mW]  total [mW]  switching (mW)
registers              0.170       0.182          0.0115
clock network         0.0901       0.143          0.0525
logic                 0.0260      0.0380          0.0119
## per-stage QoR
stage                     hold WS, ns  std cells  instance area [um2]  power (mW)  worst slack [ns]
after detailed placement        0.485         79                  394       0.220             0.244
after floorplan                 0.372         26                  267       0.196             0.446
final                           0.462         82                  424       0.362            0.0808
after global routing            0.485         82                  424       0.392            0.0308
after CTS                       0.499         82                  418       0.370            0.0133
after global placement          0.481         79                  394       0.221             0.259
Power figures rest on the tool's default switching activity, not on a simulated workload.
