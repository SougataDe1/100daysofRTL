==> design.v <==
`timescale 1ns / 1ps
module n_bit_up_down_counter #(parameter N=15,parameter WIDTH=4)(q,rst_n,clk,mod);
output reg[WIDTH-1:0]q;
input rst_n;
input clk;
input mod;
always@(posedge clk or negedge rst_n)
begin
if(!rst_n)
begin
q<=0;
end
else
begin
if(mod==1)
    if(q==N-1)
        q<=0;
        else
        q<=q+1;
else
    if(q==0)
    q<=N-1;
    else
    q<=q-1;
end
end
endmodule
==> run.sh <==
#!/bin/bash
# OpenROAD 26Q1-2900-gdf79404cd8, Yosys 0.63+post, stock flow scripts
make -C /OpenROAD-flow-scripts/flow DESIGN_CONFIG=/design/flow/config.mk WORK_HOME=/design/flow/orfs finish
==> config.mk <==
export PLATFORM = sky130hd
export DESIGN_NAME = n_bit_up_down_counter
export DESIGN_NICKNAME = n_bit_up_down_counter
export VERILOG_FILES = /design/flow/design.v
export SDC_FILE = /design/flow/constraint.sdc
export NUM_CORES = 4
export LEC_CHECK = 1
export CORE_AREA = 10 10 70 70
export DIE_AREA = 0 0 80 80
==> constraint.sdc <==
current_design n_bit_up_down_counter

set clk_period 1.3
set clk_io_pct 0.2

create_clock -name clk0 -period $clk_period [get_ports {clk}]

set non_clock_inputs [all_inputs -no_clocks]
set_input_delay [expr $clk_period * $clk_io_pct] -clock clk0 $non_clock_inputs
set_output_delay [expr $clk_period * $clk_io_pct] -clock clk0 [all_outputs]
==> qor.txt <==
layout cell share with drive strength beyond 1 = 50.91%
Bufs on Longest Clock Path = 2
Die Ht = 80 µm
Critical Path Sink Type = flip-flop
area reported by Yosys stat = 282.8 µm²
first-pass GRT wire length = 1442 µm
register share of total power = 17.1%
startpoint type of the worst setup path = flip-flop
per-cell via count in the routed design = 3.257
antenna violations before repair = 0
Main area contributors = dfrtp_1 (35%), ha_1 (18%), a21oi_1 (5.3%)
total number of clock tree sinks = 4
most frequent logic cell in the layout = buf_4
GRT Overall Usage = 2.621%
switching component of the power = 547.1 µW
average routed wire per standard cell = 9.158 µm
post-layout min period = 1.356 ns
Gate Count Post-Synth = 33
required time at the endpoint of the critical path = 1.46 ns
Initial DRT Pass Iterations = 2
via count of the first global-routing pass = 356
Yosys warning count = 1
largest area contributor in the synthesized netlist = dfrtp_1
vias = 329
Setup-failing EPs final = 1
CTS tree = built
weighted congestion reported at the end of routability-driven placement = 0.8450
Final Max Tran Viols = 0
global-route congestion overflow total = 0
register name with the most flops = q
post-layout period usage = 104.3%
worst setup path category = reg2reg
class of the tightest hold or removal check = in2async
core footprint = 3416 µm²
Clock Power Share = 11.7%
count of instantiated cells in the yosys netlist = 33
max-capacitance violation count = 0
Worst VDD drop = 0.4102 mV
violations in the final reports = setup timing
design internal power = 861.9 µW
final tally of hold violations = 0
total number of H-tree levels = 1
Post-DP Area = 456.7 µm²
clock input transition at the sequential cells of the worst setup and hold paths = 0.05 ns
arrival time at the worst endpoint = 1.52 ns
flip-flop count of the largest register, all copies and words added = 4
antenna diode instance count = 0
total I/O pin count = 7
mapped cell area = 282.8 µm²
result of the run = finished with violations
tally of buffers added on design ports = 6
Combinational Power Share = 71.2%
count of placed standard cells in the final layout, fillers left out = 101
Regs by FF count = q x4
number of OpenROAD warnings = 29
final routed DRC violation total = 0
Root Driver = clkbuf_4
CP Max Fanout = 6
horizontal die dimension = 80 µm
detailed placement HPWL = 563.3 µm
routed wire length = 925 µm
unrepaired setup endpoints after global routing = true
floorplan utilization = 8.278%
maximum clock rate = 0.7372 GHz
power per unit of standard cell area = 2361 nW/µm²
number of placed instances with taps included = 92
pin count of the biggest net entering global routing = 9
Post-Route Hold Slack = 0.2201 ns
portion of the post-synthesis area used by sequential elements = 35.40%
leakage power of the design = 0.0002441 µW
worst clock skew on the final layout = 0.009865 ns
Die Size = 6400 µm²
TritonCTS Buffers = 3
number of DRC violations after detailed-routing iteration 0 = 23
normalized max-slew margin = 86.60%
cell row count = 21
antenna-violating nets left = 0
design area = 596.8 µm²
clock latency of the later-clocked register in the worst-skew pair = 0.25 ns
Synth-to-Final Area Change = 111.1%
most used cells in the layout excluding fill and tap cells = buf_4 (12), dlygate4sd2_1 (4), dfrtp_1 (4)
distinct cell type count of the synthesized netlist = 18
average size of a mapped cell = 8.569 µm²
share of total power consumed by net switching = 38.83%
worst slack after detailed placement = -0.02769 ns
PnR worst setup slack = -0.05645 ns
transition at the pin with the smallest max-transition slack = 0.1989 ns
area share of the largest cell type after synthesis = 35.40%
post-route core utilization = 17.47%
FF+latch count, synth = 4
power groups by stage:
stage	logic, µW	registers, µW	clock network [µW]
4_1_cts	818	241	165
5_1_grt	1110	251	175
6_report	1000	241	166
routing by layer:
metal | part of all wire, % | track usage, %
met5 | 0 | 0
met4 | 3.9 | 1.585
met3 | 10 | 1.136
met2 | 41 | 3.852
met1 | 45 | 3.073
worst max-delay path, cell delays in order (launching register included):
cell and delay (ns):
dfrtp_1 0.37, buf_4 0.16, or4_1 0.53, a31oi_1 0.21
final cells by class:
class,instances,area [µm²]
multi-input combinational,24,231.5
clock buffer,3,22.52
inverter,4,17.52
timing repair buffer,20,167.7
tap,46,57.56
fill,380,2819
sequential,4,100.1
per-stage QoR:
step | total power (µW) | setup TNS, ns
after CTS | 1224 | 0
after global routing | 1534 | -0.1310
after floorplan | 532.1 | 0
after detailed placement | 900.5 | -0.02769
after global placement | 893.0 | -0.02278
final | 1409 | -0.05645
final timing paths:
| kind | startpoint | to | slack (ns) | cells after the start |
|---|---|---|---|---|
| setup reg to reg | q[3]$_DFF_PN0_ | q[3]$_DFF_PN0_ | -0.06 | 3 |
| hold / removal | rst_n | q[3]$_DFF_PN0_ | 0.22 | 1 |
| max in group asynchronous | rst_n | q[2]$_DFF_PN0_ | 0.89 | 1 |
| hold reg to reg | q[0]$_DFF_PN0_ | q[0]$_DFF_PN0_ | 0.70 | 4 |
| setup / recovery | q[3]$_DFF_PN0_ | q[3]$_DFF_PN0_ | -0.06 | 3 |
| min in group clk0 | q[0]$_DFF_PN0_ | q[0]$_DFF_PN0_ | 0.70 | 4 |
cell usage after synthesis:
library cell and n:
o211ai_1 1, a211oi_1 1, o21ai_0 3, o21bai_1 1, nor2b_1 1, dfrtp_1 4
ha_1 4, nand3_1 1, clkbuf_1 1, a221oi_1 1, a31oi_1 2, or4_1 1
or3_1 1, inv_1 3, nor2_1 2, a21oi_1 3, inv_2 1, nand2_1 2
repair_timing:
action | in CTS | in global routing
hold buffers | 0 | 0
buffers inserted | 6 | 0
resized | 11 | 10
setup endpoints to repair | 5 | 2
pin swaps | 2 | 4
kinds of logic after synthesis:
group / count (synthesis) / share of synthesized area, %
buffers and inverters: 5 / 6.634
adder cells (fa/ha/maj): 4 / 17.70
AND/OR/NAND/NOR: 8 / 14.16
flip-flops: 4 / 35.40
AND-OR/OR-AND: 12 / 26.11
No activity file was given, so power comes from the tool's default toggle rates.
