--- /design/flow/config.mk ---
export PLATFORM = sky130hd
export DESIGN_NAME = decoder4x16_using_2x4
export DESIGN_NICKNAME = decoder4x16_using_2x4
export VERILOG_FILES = /design/flow/design.v
export SDC_FILE = /design/flow/constraint.sdc
export NUM_CORES = 4
export LEC_CHECK = 1
export CORE_AREA = 10 10 70 70
export DIE_AREA = 0 0 80 80
--- /design/flow/design.v ---
`timescale 1ns / 1ps
module decoder4x16_using_2x4(y,en,i);
output [15:0]y;
input en;
input [3:0]i;
wire [3:0]w;
decoder_2x4 D1(w,en,i[3:2]);
decoder_2x4 D2(y[3:0],w[0],i[1:0]);
decoder_2x4 D3(y[7:4],w[1],i[1:0]);
decoder_2x4 D4(y[11:8],w[2],i[1:0]);
decoder_2x4 D5(y[15:12],w[3],i[1:0]);
endmodule
module decoder_2x4(y,en,i);
output reg[3:0]y;
input en;
input [1:0]i;
always @(*)
begin
if(en)
case(i)
2'b00: y=4'b0001;
2'b01: y=4'b0010;
2'b10: y=4'b0100;
2'b11: y=4'b1000;
endcase
else
y=4'b0000;
end
endmodule
--- /design/flow/constraint.sdc ---
current_design decoder4x16_using_2x4

set clk_period 1.7
set clk_io_pct 0.2

create_clock -name clk0 -period $clk_period

set non_clock_inputs [all_inputs -no_clocks]
set_input_delay [expr $clk_period * $clk_io_pct] -clock clk0 $non_clock_inputs
set_output_delay [expr $clk_period * $clk_io_pct] -clock clk0 [all_outputs]
--- /design/flow/run.sh ---
#!/bin/bash
# OpenROAD 26Q1-2900-gdf79404cd8, Yosys 0.63+post, stock flow scripts
make -C /OpenROAD-flow-scripts/flow DESIGN_CONFIG=/design/flow/config.mk WORK_HOME=/design/flow/orfs finish
==> results.py <==
# Generated from Yosys and OpenROAD reports
metrics = {
    "detailed_routing": {
        "num_antenna_cells": 0,
        "drt-total-wl_um": 927,
        "detail_route.wl_per_cell_um": 9.27,
        "vias_per_cell": 2.89,
        "routed-via-count": 289,
        "route.detailed.drc": 0,
        "ant_nets": 0,
        "drt_first_pass_iters": 4,
        "drtIter0Drc": 4,
    },
    "placed_design": {
        "place_hpwl_um": 725,
        "gp_congestion": 0.753,
        "placement.setup.worst_slack_ns": -0.510,
        "numPortBuffers": 21,
    },
    "floorplanning": {
        "ioPinCount": 21,
        "die_outline_width_um": 80,
        "pre_placement_core_utilization_pct": 3.44,
        "fp.dieH_um": 80,
        "die-area_um2": 6400,
        "rows": 21,
        "floorplan.core_area_um2": 3420,
    },
    "hold_path": {
        "worst_hold_startpoint": "i[2]",
        "worst_hold_path.endpoint": "y[0]",
        "whs_path_depth": 3,
        "tightest_hold_check_type": "in -> out",
    },
    "pwr": {
        "power.static_leakage_nw": 0.260,
        "vdd.ir_drop.worst_uv": 17.8,
        "areal_power_density_over_the_cells_nw_per_um2": 128,
        "power.total_mw": 0.0592,
    },
    "finish": {
        "n_sequential_cell": 0,
        "multi_input_gate_area_um2": 158,
        "n_clock_buffer": 0,
        "drive_above_1_share_pct": 48.1,
        "layout-area-overhead-vs-synth_pct": 295,
        "final_util_pct": 13.6,
        "sequential_area_um2": 0,
        "layout.filler_cells": 391,
    },
    "sta": {
        "final-max-slew-violation-count": 0,
        "fin_setup_tns_ns": 0,
        "report.final.setup_viol": 0,
        "post-route-min-period_ns": 1.65,
        "slew_headroom_pct": 88.0,
        "hold_slack_ns": 1.04,
        "ratio_of_final_minimum_period_to_clock_period_pct": 97.1,
        "unrepaired_setup_endpoints_after_global_routing": "yes",
        "timing.final.ws_setup_ns": 0.0491,
        "fmaxAchievable_mhz": 606,
        "slew_of_the_pin_with_the_lowest_slew_margin_ns": 0.179,
        "report.final.hold_viol_count": 0,
    },
    "outcome": {
        "run_status": "finished, final reports clean",
    },
    "global_route": {
        "grt_usage_pct": 2.52,
        "grt_overflow": 0,
        "antenna_found_initial": 0,
        "grt_first_pass_wirelength_um": 1310,
        "pin_count_of_the_biggest_net_entering_global_routing": 8,
        "grt_pass1_vias": 257,
    },
    "synth": {
        "synthDistinctLibCells": 8,
        "ys_cells": 23,
        "netlist.area_leader.share_pct": 38.3,
        "yosysWarningCount": 1,
        "synth_area_per_cell_um2": 5.11,
        "ys_seq_share_pct": 0,
        "synth_area_um2": 118,
        "synth-area-yosys_um2": 118,
        "synthDominantAreaCellType": "sky130_fd_sc_hd__nor2_1",
        "number_of_standard_cells_after_synthesis": 23,
        "area_leaders": "sky130_fd_sc_hd__nor2_1 38%, sky130_fd_sc_hd__nor3_1 13%, sky130_fd_sc_hd__nand3b_1 13%, sky130_fd_sc_hd__nand2b_1 11%, sky130_fd_sc_hd__or3b_4 9.6%",
    },
    "setup_path": {
        "timing.critical_path.from_type": "primary input",
        "cp_data_arrival_time_ns": 1.31,
        "worst_ep_required_time_ns": 1.36,
        "crit_path_max_fanout": 4,
        "worstSetupPathType": "in -> out",
        "worst_setup_path_end_kind": "output port",
    },
    "job": {
        "cap_violations": 0,
        "openroad.warnings": 34,
    },
    "clock_tree": {
        "hold_buf_count_cts": 0,
    },
}
worst max path at each step:
| stage | slack [ns] | cells past startpoint | from | to |
|---|---|---|---|---|
| after CTS | -0.05 | 5 | en | y[1] |
| after global routing | -0.04 | 5 | en | y[3] |
| final | 0.05 | 5 | en | y[15] |
Yosys cell counts (all sizes together):
master	number
nand2	1
nand2b	2
nand3	1
nand3b	2
nor2	12
nor3	4
or3b	1
metrics by stage:
| stage | instances | cell area (µm²) |
|---|---|---|
| floorplan | 23 | 118 |
| global placement | 92 | 400 |
| detailed placement | 92 | 400 |
| CTS | 98 | 458 |
| global route | 100 | 464 |
| finish | 100 | 464 |
cells in the final DEF, fill, tap and decap left out:
cell	n
sky130_fd_sc_hd__nor2_1	11
sky130_fd_sc_hd__buf_4	9
sky130_fd_sc_hd__buf_2	7
sky130_fd_sc_hd__dlygate4sd2_1	6
sky130_fd_sc_hd__nor3_2	3
sky130_fd_sc_hd__dlymetal6s2s_1	3
sky130_fd_sc_hd__clkdlybuf4s50_1	3
sky130_fd_sc_hd__nand2b_4	2
sky130_fd_sc_hd__nand3b_1	2
sky130_fd_sc_hd__or3b_4	1
sky130_fd_sc_hd__nor3_1	1
sky130_fd_sc_hd__nand2_1	1
sky130_fd_sc_hd__nand3_4	1
sky130_fd_sc_hd__nor2_2	1
sky130_fd_sc_hd__clkdlybuf4s15_1	1
sky130_fd_sc_hd__clkbuf_2	1
sky130_fd_sc_hd__buf_6	1
layer usage:
layer | vias to the layer above | global-route usage (%) | part of all wire [%]
met5 | - | 0 | 0
met4 | 0 | 0 | 0
met3 | 0 | 1.14 | 18
met2 | 19 | 4.65 | 48
met1 | 127 | 2.70 | 34
li1 | 143 | - | -
layout make-up:
type,count,area share (%)
multi-input combinational,23,34.0
tap,46,12.4
timing repair buffer,31,53.6
logic make-up after synthesis:
logic type    Yosys count  synth area share, %
simple gates           23                  100
where the power goes:
part | total, mW | leakage, nW | internal, mW | switching, mW
Combinational | 0.0592 | 0.260 | 0.0329 | 0.0263
Sequential | 0 | 0 | 0 | 0
Clock | 0 | 0 | 0 | 0
Total | 0.0592 | 0.260 | 0.0329 | 0.0263
worst max-delay path: stages:
cell and delay [ns]:
sky130_fd_sc_hd__clkdlybuf4s15_1 0.18, sky130_fd_sc_hd__buf_4 0.13, sky130_fd_sc_hd__nand3_4 0.08, sky130_fd_sc_hd__nor2_1 0.11, sky130_fd_sc_hd__clkdlybuf4s50_1 0.48
timing repair:
action | in CTS | in global routing
pin swaps | 11 | 6
setup endpoints to repair | 16 | 8
gates resized | 40 | 10
setup buffers | 6 | 2
Power is estimated from default activity; no workload was simulated.
